**design.v**
```verilog
module FA(a,b,cin,sum,cout); 
input a,b,cin;
output sum,cout;
assign sum=a^b^cin;
assign cout=a&b|a&cin|b&cin;
endmodule
module subBCD(A,B,k,Cout);
input [3:0] A,B;         
input k;
output [8:0] Cout;       
reg [8:0] Cout;
wire [3:0] S,C,D;
wire OV;                 
integer i;
integer j=10;
assign D[0]=B[0]^k;    
assign D[1]=B[1]^k;
assign D[2]=B[2]^k;
assign D[3]=B[3]^k;
assign OV=C[2]^C[3];   
FA F1(A[0],D[0],k,S[0],C[0]);    
FA F2(A[1],D[1],C[0],S[1],C[1]);
FA F3(A[2],D[2],C[1],S[2],C[2]);
FA F4(A[3],D[3],C[2],S[3],C[3]);
always@(*) begin     
  if(OV==1)begin
       i=(-16)*C[3]+8*S[3]+4*S[2]+2*S[1]+1*S[0];  
    if(i<0)begin
          i=-i;
          Cout[8]=1;       
          Cout[7:4]=i/j;   
          Cout[3:0]=i%j;   
     end
    else begin
          Cout[8]=0;       
          Cout[7:4]=i/j;   
          Cout[3:0]=i%j;   
     end
end
    else begin
       i=(-8)*S[3]+4*S[2]+2*S[1]+1*S[0]; 
     if(i<0) begin
       i=-i;
       Cout[8]=1;              
       Cout[7:4]=i/j;          
       Cout[3:0]=i%j;          
     end
    else begin       
       Cout[8]=0;              
       Cout[7:4]=i/j;          
       Cout[3:0]=i%j;          
     end
end
end
endmodule
```
**run.sh**
```bash
#!/bin/bash
# OpenROAD 26Q1-2900-gdf79404cd8, Yosys 0.63+post, stock flow scripts
make -C /OpenROAD-flow-scripts/flow DESIGN_CONFIG=/design/flow/config.mk WORK_HOME=/design/flow/orfs finish
```
**config.mk**
```make
export PLATFORM = sky130hd
export DESIGN_NAME = subBCD
export DESIGN_NICKNAME = subBCD
export VERILOG_FILES = /design/flow/design.v
export SDC_FILE = /design/flow/constraint.sdc
export NUM_CORES = 4
export LEC_CHECK = 1
export CORE_AREA = 10 10 70 70
export DIE_AREA = 0 0 80 80
```
**constraint.sdc**
```tcl
current_design subBCD

set clk_period 3.9
set clk_io_pct 0.2

create_clock -name clk0 -period $clk_period

set non_clock_inputs [all_inputs -no_clocks]
set_input_delay [expr $clk_period * $clk_io_pct] -clock clk0 $non_clock_inputs
set_output_delay [expr $clk_period * $clk_io_pct] -clock clk0 [all_outputs]
```
==> CHANGELOG.md <==
### Physical design

* Area leader share at about 6%
* Synthesized area at about 11000 um^2
* Initial core utilization at 319%
* Post-Synthesis Cells at 1684
* Ys cells at between 1500 and 2000
* Mapped Avg Cell Area at 6.46 um^2
* Error: [ERROR GPL-0301] Utilization 383.813 % exceeds 100%.
* Synth unique cells at ~110
* Die extent in x at approximately 80 um
* Top cells by area: nand2_1 6.1%, nor2_1 5.7%, xnor2_1 4.9%
* Stopped at: global placement without I/O (3_1_place_gp_skip_io)
* Row Count at 21
* Status: aborted with a tool error
* Post-synth seq share at 0%
* Post-synth top area cell: nand2_1
* Yosys chip area at 10900 um^2
* Die Height at approximately 80 um
* Yosys warning count at 1
## cells by family after synthesis
| logic type | Yosys count | share of synthesized area (%) |
|---|---|---|
| xor gates and xnor gates | 90 | 7.24 |
| buffers and inverters | 142 | 5.70 |
| adders and majority gates | 36 | 4.39 |
| AOI/OAI and AO/OA | 673 | 46.5 |
| muxes | 43 | 4.18 |
| and+or+nand+nor | 700 | 32.0 |
## cells in the mapped netlist (all sizes together), types with 11 or more instances
master,instances
nand2,179
nor2,167
a21oi,105
o21ai,98
clkbuf,74
nand3,74
nor3,69
xnor2,61
a211oi,43
buf,42
a31oi,40
nor4,35
o211ai,34
mux2i,33
ha,31
nand4,30
a21o,29
xor2,29
inv,26
and3,25
or3,25
a22oi,22
and2,22
o22ai,20
o311ai,19
a2111oi,18
o31ai,18
o21a,17
a221oi,16
a311oi,16
o2111ai,16
o221ai,16
o32ai,16
a22o,14
or2,14
a211o,13
and4,12
nand2b,12
o31a,11
